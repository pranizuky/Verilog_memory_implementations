==> flow/design.v <==
 module ram(din,dout,clk,rst,we,re,wr_addr,rd_addr);
parameter
depth=16, width=8,addr=4;
input [width-1:0]din;
input [addr-1:0]wr_addr,rd_addr;
input clk,rst,we,re;
output reg [width-1:0]dout;
reg [width-1:0]mem[depth-1:0];
integer i; always@(posedge clk)
begin
if(rst)
begin
dout<=0;
for(i=0;i<16;i=i+1)
mem[i]<=8'b0;
end
else begin
if(we)
mem[wr_addr]<=din;
else
mem[wr_addr]<=mem[wr_addr];
if(re)
dout<=mem[rd_addr];
else
mem[rd_addr]<=mem[rd_addr];
end
end
endmodule 
==> flow/run.sh <==
#!/bin/bash
# OpenROAD 26Q1-2900-gdf79404cd8, Yosys 0.63+post, stock flow scripts
make -C /OpenROAD-flow-scripts/flow DESIGN_CONFIG=/design/flow/config.mk WORK_HOME=/design/flow/orfs finish
==> flow/config.mk <==
export PLATFORM = sky130hd
export DESIGN_NAME = ram
export DESIGN_NICKNAME = ram
export VERILOG_FILES = /design/flow/design.v
export SDC_FILE = /design/flow/constraint.sdc
export NUM_CORES = 4
export LEC_CHECK = 1
export CORE_UTILIZATION = 50
==> flow/constraint.sdc <==
current_design ram

set clk_period 5.0
set clk_io_pct 0.2

create_clock -name clk0 -period $clk_period [get_ports {clk}]

set non_clock_inputs [all_inputs -no_clocks]
set_input_delay [expr $clk_period * $clk_io_pct] -clock clk0 $non_clock_inputs
set_output_delay [expr $clk_period * $clk_io_pct] -clock clk0 [all_outputs]
==> results.py <==
# Auto-generated metrics
metrics = {
    "detailed_routing": {
        "drt_iter0_drc": 448,
        "wl_um": 19800,
        "drc": 0,
        "vias": 4995,
        "wire_per_inst_um": 26.2,
        "ant_nets": 0,
        "viasPerCell": 6.61,
        "antennaDiodeCount": 0,
        "firstDrtPassIters": 5,
    },
    "global_routing": {
        "grt_util_all_layers_pct": 30.5,
        "grt_overflow": 0,
        "grt_start_max_net_pins": 38,
        "grt_pass1_wl_um": 30100,
        "grt_pass1_vias": 4910,
        "antenna_found_initial": 0,
    },
    "worst_setup_path": {
        "crit_slowest_cell": "clkdlybuf4s50_1",
        "path_class": "in -> reg",
        "endpoint_kind": "flip-flop",
        "crit_arrival_ns": 3.51,
        "path_buffers": 1,
        "crit_path_start_kind": "input port",
        "critPathRequiredTime_ns": 5.04,
        "max_stage_delay_ns": 0.74,
        "crit_chain": "clkdlybuf4s50_1, nor4b_1, nand2_1, o211ai_1",
        "crit_fanout": 17,
        "r2r_slack_ns": 3.09,
        "r2r-start": "mem[1][1]$_DFFE_PP_",
        "cp.depth": 4,
        "crit_family": "simple AND/OR/NAND/NOR gates",
        "rr_worst_depth": 4,
        "r2r-end": "mem[1][1]$_DFFE_PP_",
    },
    "power": {
        "p_seq_share_pct": 46.3,
        "switching_power_mw": 0.672,
        "vdd_drop_max_uv": 224,
        "leakage_nw": 2.93,
        "p_int_mw": 2.18,
        "p_per_area_nw_per_um2": 347,
        "switching_share_pct": 23.6,
        "power.share.combinational_pct": 10.5,
        "p_clk_share_pct": 43.3,
    },
    "logic_synthesis": {
        "synthCells": 543,
        "yosys-top-cells-area": "edfxtp_1, mux2i_1, a22o_1, o2bb2ai_1, a22oi_1",
        "synth_top_area_share_pct": 53.6,
        "ys_seq_share_pct": 55.9,
        "top_area_cell": "edfxtp_1",
        "ys_ff": 136,
        "synth-area-yosys_um2": 7170,
        "synth_cell_type_count": 43,
        "ys_cells": 543,
        "syn-cell-area_um2": 7170,
        "avgSynthCellArea_um2": 13.2,
        "yosys_warnings": 1,
    },
    "worst_hold_path": {
        "hold-path-endpoint": "dout[7]$_SDFFE_PP0P_",
        "min_path_type": "reg -> reg",
        "min_path_cells": 2,
        "min_from": "dout[7]$_SDFFE_PP0P_",
    },
    "clock_tree": {
        "ctsLongestPathBuffers": 2,
        "clock_sinks": 136,
        "h-tree-depth": 4,
        "cts_tree": "built",
        "cts_hold_buffers": 0,
        "cts_setup_buffers": 0,
        "clk_pin_slew_ns": 0.06,
        "worstSkewPairLatency_ns": 0.42,
        "cts_buffers": 17,
        "ctsResizeCount": 0,
        "clockRootBuffer": "clkbuf_16",
    },
    "floorplanning": {
        "die_h_um": 122,
        "io_pins": 28,
        "core_um2": 13900,
        "fp_util_pct": 51.4,
        "num_rows": 43,
        "die-area_um2": 14800,
        "die-width_um": 122,
    },
    "layout": {
        "final_area_um2": 8210,
        "area_growth_pct": 14.5,
        "logic_area_um2": 2900,
        "drive_gt1_share_pct": 15.1,
        "fillers": 1073,
        "flop_area_um2": 4000,
    },
    "sta": {
        "finalSetupTns_ns": 0,
        "hold_viol": 0,
        "rsz0062_at_grt": "false",
        "max_freq_ghz": 0.288,
        "slew_headroom_pct": 27.6,
        "fin_crit_ns": 3.48,
        "setup_viol": 0,
        "slew_viol_final": 0,
        "finalCritPeriodShare_pct": 69.5,
        "tightest_slew_ns": 1.08,
        "clock-skew-final_ns": 0.00571,
    },
    "place": {
        "hpwl_um": 12900,
        "gp_congestion": 0.875,
        "dpl_cell_area_um2": 7620,
        "io_buffers": 27,
    },
    "status": {
        "status": "complete, no violations",
    },
    "job": {
        "tool_warnings": 25,
        "cap_violations": 0,
    },
}
==> metrics by stage <==
step                hold WS, ns  util, %  setup WS, ns  power, mW  instances
floorplan                 0.448        -          1.91       1.52        543
global placement          0.497     54.7          1.14       1.63        724
detailed placement        0.501     54.7          1.15       1.64        724
CTS                       0.515     58.9          1.59       2.86        756
global route              0.539     58.9          1.34       2.95        756
finish                    0.505     58.9          1.52       2.85        756
==> registers in the layout (all words and copies together), names as in the netlist <==
| register | count |
|---|---|
| mem | 128 |
| dout | 8 |
==> worst reg2reg max path: stages (launching register included) <==
cell and delay [ns]:
edfxtp_1 0.36, mux2i_1 0.17, a22oi_1 0.21, a21oi_1 0.75, o2bb2ai_1 0.14
==> final cells by class <==
class,count,area share (%)
clock buffers,17,5.18
multi-input cells,352,35.3
inverters,1,0.0457
well taps,180,2.74
repair buffers,55,5.98
clock inverters,15,1.95
flip-flops and latches,136,48.8
==> synthesized netlist by cell type (all sizes together) <==
cell / instances
a21bo: 7
a21oi: 8
a22o: 66
a22oi: 30
and2: 1
buf: 33
clkbuf: 21
dfxtp: 8
edfxtp: 128
inv: 1
mux2i: 64
nand2: 14
nand2b: 6
nand3: 9
nand3b: 9
nand4: 1
nand4b: 1
nand4bb: 1
nor2: 18
nor2b: 3
nor3: 9
nor3b: 6
nor4: 1
nor4b: 5
o211ai: 11
o21ai: 9
o2bb2ai: 64
o311ai: 4
or3: 1
or3b: 1
or4: 1
or4b: 2
==> power groups by stage <==
| stage | sequential [mW] | combinational (mW) | clock, mW |
|---|---|---|---|
| after CTS | 1.32 | 0.297 | 1.25 |
| after global routing | 1.32 | 0.322 | 1.30 |
| final | 1.32 | 0.299 | 1.23 |
==> how the worst max path moves through the flow <==
stage | from | slack, ns | to
finish | rst | 1.52 | mem[8][1]$_DFFE_PP_
global route | rst | 1.34 | mem[7][7]$_DFFE_PP_
CTS | rst | 1.59 | mem[8][3]$_DFFE_PP_
==> cells by family after synthesis <==
kind of cell	synth area share, %
flip-flops	55.9
AND-OR/OR-AND	22.9
multiplexers	8.94
buffers and inverters	3.70
AND/OR/NAND/NOR	8.61
==> layer usage <==
metal | track usage, % | routed length, µm | up-vias | share of wire (%)
met1 | 50.2 | 8650 | 2453 | 44
met5 | 0 | 0 | - | 0
met3 | 13.2 | 2130 | 25 | 11
met4 | 4.32 | 349 | 0 | 1.8
met2 | 41.7 | 8660 | 227 | 44
li1 | - | - | 2290 | -
==> cells in the final DEF (no fill, tap or decap), types with 12 or more instances in the layout <==
master and n:
edfxtp_1 128, a22o_1 66, mux2i_1 64, o2bb2ai_1 64
a22oi_1 30, buf_4 28, clkdlybuf4s50_1 26, clkbuf_16 17
nand2_1 14, nor2_1 12
No activity file was given, so power comes from the tool's default toggle rates.
